[./design.v]
module apb_slave
#(
  addrWidth = 8,
  dataWidth = 32
)
(
  input                        clk,
  input                        rst_n,
  input        [addrWidth-1:0] paddr,
  input                        pwrite,
  input                        psel,
  input                        penable,
  input        [dataWidth-1:0] pwdata,
  output logic [dataWidth-1:0] prdata
);
logic [dataWidth-1:0] mem [256];
logic [1:0] apb_st;
const logic [1:0] SETUP = 0;
const logic [1:0] W_ENABLE = 1;
const logic [1:0] R_ENABLE = 2;
always @(negedge rst_n or posedge clk) begin
  if (rst_n == 0) begin
    apb_st <= 0;
    prdata <= 0;
  end
  else begin
    case (apb_st)
      SETUP : begin
        prdata <= 0;
        if (psel && !penable) begin
          if (pwrite) begin
            apb_st <= W_ENABLE;
          end
          else begin
            apb_st <= R_ENABLE;
          end
        end
      end
      W_ENABLE : begin
        if (psel && penable && pwrite) begin
          mem[paddr] <= pwdata;
        end
        apb_st <= SETUP;
      end
      R_ENABLE : begin
        if (psel && penable && !pwrite) begin
          prdata <= mem[paddr];
        end
        apb_st <= SETUP;
      end
    endcase
  end
end 
endmodule
[./run.sh]
#!/bin/bash
# OpenROAD 26Q1-2900-gdf79404cd8, Yosys 0.63+post, stock flow scripts
make -C /OpenROAD-flow-scripts/flow DESIGN_CONFIG=/design/flow/config.mk WORK_HOME=/design/flow/orfs finish
[./config.mk]
export PLATFORM = sky130hd
export DESIGN_NAME = apb_slave
export DESIGN_NICKNAME = apb_slave
export VERILOG_FILES = /design/flow/design.v
export SDC_FILE = /design/flow/constraint.sdc
export NUM_CORES = 4
export LEC_CHECK = 1
export CORE_UTILIZATION = 40
[./constraint.sdc]
current_design apb_slave

set clk_period 13.8
set clk_io_pct 0.2

create_clock -name clk0 -period $clk_period [get_ports {clk}]

set non_clock_inputs [all_inputs -no_clocks]
set_input_delay [expr $clk_period * $clk_io_pct] -clock clk0 $non_clock_inputs
set_output_delay [expr $clk_period * $clk_io_pct] -clock clk0 [all_outputs]
==> flow_metrics.tcl <==
# collected from the flow reports
set metrics [dict create \
    run_status "complete, but fails checks" \
    violations "capacitance limit, slew limit" \
    post-route-period-util_pct 61.4 \
    post_synth_num_cell_types 65 \
    drc 0 \
    firstDrtPassIters 8 \
    hold_class "reg -> reg" \
    vias_per_cell 6.48 \
    cts_root_buf "sky130_fd_sc_hd__clkbuf_16" \
    synth.ff_latch_count 8227 \
    synth-edff-count 8192 \
    worst_ir_drop_vdd_mv 0.131 \
    internal_power_mw 39.5 \
    regArea_um2 247000 \
    die_w_um 871 \
    cts-root-to-sink-buffers 4 \
    syn-cell-area_um2 302000 \
    worstPathMaxFanout 33 \
    synthCells 17000 \
    first_iter_violations 18300 \
    gp_routability_congestion 1.12 \
    antenna_violations_before_repair 140 \
    worst_slew_pin_slew_ns 1.60 \
    h_tree_depth 6 \
    max_freq_mhz 118 \
    floorplan.core_area_um2 751000 \
    path_class "in -> reg" \
    netSwitchingFraction_pct 21.7 \
    finalClockSkew_ns 0.0938 \
    top_cells_by_area "sky130_fd_sc_hd__edfxtp_1 (81%), sky130_fd_sc_hd__a22oi_1 (6.5%), sky130_fd_sc_hd__nand3_1 (1.3%), sky130_fd_sc_hd__a22o_1 (1.1%), sky130_fd_sc_hd__and3_1 (1.0%)" \
    path_clk_slew_ns 0.06 \
    synthToLayoutAreaGrowth_pct 15.9 \
    numCtsBuffers 814 \
    report.final.slew_viol_count 11 \
    layout.area.comb_um2 52900 \
    worstSetupEndpointType "flop" \
    drt-total-wl_mm 1310 \
    dp.final_hpwl_mm 879 \
    largest_area_contributor_in_the_synthesized_netlist "sky130_fd_sc_hd__edfxtp_1" \
    synth.yosys.warnings 2 \
    per_instance_average_area_after_synthesis_um2 17.8 \
    p_switching_mw 11.0 \
    cts_setup_buffers 0 \
    number_of_global_route_vias_before_repair 190000 \
    grt_remaining_overflow 0 \
    synth.yosys.chip_area_um2 302000 \
    dpl_ws_ns 4.79 \
    rsz_0062_raised_after_global_routing "false" \
    share_comb_of_total_power_pct 3.0 \
    warning_count 41 \
    fillCellCount 61700 \
    ios 77 \
    grt_pass1_wl_mm 1710 \
    hold_violation_count_in_the_final_report 0 \
    power.density_cell_area_nw_per_um2 144 \
    chip_area_um2 758000 \
    top_cells_by_count "sky130_fd_sc_hd__edfxtp_1 (8192), sky130_fd_sc_hd__a22oi_1 (2601), sky130_fd_sc_hd__nand3_1 (807)" \
    yosysCellCount 17000 \
    hold_buffers 0 \
    layout-drive-gt1-share_pct 16.3 \
    ys_seq_share_pct 81.8 \
    critical_path_arrival_ns 9.55 \
    maxCapViolCount 2 \
    async_flop_share_pct 0.425 \
    die-height_um 871 \
    detail_route.wl_per_cell_um 45.2 \
    netlist.area_leader.share_pct 81.5 \
    clock_sinks 8227 \
    yosys.cell_count.top_type "sky130_fd_sc_hd__edfxtp_1" \
    grt_start_max_net_pins 109 \
    port_buffers 76 \
    startpoint_type "primary input" \
    residual_antenna_violating_net_count_after_detailed_routing 0 \
    num_rows 318 \
    worst_slew_margin_rel_pct -7.09 \
    grt_usage_pct 37.3 \
    via_total_after_detailed_routing 187000 \
    clkLatencyLatePin_ns 1.26 \
    setup-violations-final 0 \
    critPathRequiredTime_ns 14.89 \
    initial_utilization_pct 40.2 \
    power.static_leakage_nw 110 \
    final.min_clock_period_ns 8.47 \
    sequentialPowerShare_pct 54.4 \
    regToRegSetupSlack_ns 7.78 \
    clock_power_share_pct 42.6 \
    timing.setup.tns_ns 0 \
    cts_tree "built" \
    final_critical_path_setup_slack_ns 5.33 \
    cts.repair.resized 0 \
    main_synth_ff_type "sky130_fd_sc_hd__edfxtp_1" \
]
==> per-stage QoR <==
stage	hold slack [ns]	area, µm²	utilization [%]	instances	total power [mW]
final	0.479	350000	46.6	28900	50.5
after global placement	0.469	324000	43.1	27200	29.4
after global routing	0.500	350000	46.6	28800	51.5
after CTS	0.481	350000	46.6	28700	50.5
after floorplan	0.440	302000	-	17000	28.3
after detailed placement	0.468	324000	43.1	27200	29.4
==> metal layers <==
layer / global-route usage, % / vias up / part of all wire (%)
li1: - / 73800 / -
met1: 36.4 / 91900 / 27
met4: 22.5 / 340 / 8.3
met3: 37.7 / 3751 / 23
met2: 46.3 / 17300 / 40
met5: 20.7 / - / 1.4
==> kinds of logic (layout without fill, tap and decap cells) <==
kind of cell / count (synthesis) / in the layout / share of synthesized area, %
AOI/OAI and AO/OA: 4338 / 4338 / 10.8
muxes: 8 / 8 / 0.0298
other: 0 / 157 / 0
and+or+nand+nor: 3229 / 3229 / 5.76
buffers and inverters: 1192 / 2973 / 1.68
DFF: 8227 / 8227 / 81.8
==> final cells by class <==
type,count,share of cell area [%]
antenna,157,0.112
multi-input combinational,7575,15.1
sequential,8227,70.5
clock inverter,438,1.19
timing repair buffer,1484,3.35
tap,9920,3.55
clock buffer,1051,6.13
==> worst max-delay path, stage by stage <==
cell and delay (ns):
sky130_fd_sc_hd__buf_2 0.08, sky130_fd_sc_hd__buf_4 0.44, sky130_fd_sc_hd__nand4bb_4 0.65, sky130_fd_sc_hd__buf_4 0.60, sky130_fd_sc_hd__nor2_4 0.30, sky130_fd_sc_hd__buf_4 0.34, sky130_fd_sc_hd__a2111oi_0 0.79, sky130_fd_sc_hd__buf_4 0.22
sky130_fd_sc_hd__nand3_1 0.20, sky130_fd_sc_hd__nor4_1 1.14, sky130_fd_sc_hd__nand3_1 1.05, sky130_fd_sc_hd__buf_4 0.53, sky130_fd_sc_hd__o31a_1 0.30
==> power by group through the flow <==
stage / Clock, mW / Sequential [mW] / Combinational [mW]
after global routing: 22.5 / 27.5 / 1.51
after CTS: 21.6 / 27.5 / 1.43
final: 21.6 / 27.5 / 1.51
==> sequential cells by signal, summed over array words and instances, names as in the netlist <==
register,flops
apb_st,3
mem,8192
prdata,32
==> worst paths after layout <==
kind / cells past startpoint / endpoint / startpoint
max in group asynchronous: 2 / prdata[6] / rst_n
max: 13 / prdata[17] / paddr[2]
max reg2reg: 9 / mem[2][27] / apb_st[0]
min in group asynchronous: 2 / prdata[1] / rst_n
min reg2reg: 1 / apb_st[0] / apb_st[1]
min: 1 / apb_st[0] / apb_st[1]
==> layout by cell type, fill, tap and decap left out, types with 159 or more instances in the layout <==
| master | Yosys | layout |
|---|---|---|
| sky130_fd_sc_hd__edfxtp_1 | 8192 | 8192 |
| sky130_fd_sc_hd__a22oi_1 | 2601 | 2601 |
| sky130_fd_sc_hd__buf_4 | 19 | 1383 |
| sky130_fd_sc_hd__clkbuf_16 | 0 | 819 |
| sky130_fd_sc_hd__nand3_1 | 807 | 806 |
| sky130_fd_sc_hd__nand2_1 | 513 | 512 |
| sky130_fd_sc_hd__and3_1 | 490 | 490 |
| sky130_fd_sc_hd__nand4_1 | 416 | 416 |
| sky130_fd_sc_hd__a22o_1 | 392 | 392 |
| sky130_fd_sc_hd__a21oi_1 | 350 | 349 |
| sky130_fd_sc_hd__o22ai_1 | 346 | 344 |
| sky130_fd_sc_hd__nor3_2 | 0 | 227 |
| sky130_fd_sc_hd__clkbuf_1 | 676 | 223 |
| sky130_fd_sc_hd__clkinv_1 | 0 | 202 |
| sky130_fd_sc_hd__nor4_1 | 251 | 198 |
| sky130_fd_sc_hd__a2111oi_0 | 160 | 159 |
Power figures rest on the tool's default switching activity, not on a simulated workload.
